File: design/flow/config.mk
export PLATFORM = sky130hd
export DESIGN_NAME = baud_rate
export DESIGN_NICKNAME = baud_rate
export VERILOG_FILES = /design/flow/design.v
export SDC_FILE = /design/flow/constraint.sdc
export NUM_CORES = 4
export LEC_CHECK = 1
export CORE_AREA = 10 10 72 72
export DIE_AREA = 0 0 82 82
File: design/flow/constraint.sdc
current_design baud_rate

set clk_period 2.1
set clk_io_pct 0.2

create_clock -name clk0 -period $clk_period [get_ports {clk}]

set non_clock_inputs [all_inputs -no_clocks]
set_input_delay [expr $clk_period * $clk_io_pct] -clock clk0 $non_clock_inputs
set_output_delay [expr $clk_period * $clk_io_pct] -clock clk0 [all_outputs]
File: design/flow/design.v
`timescale 1ns / 1ps
module baud_rate(clk, rst, baud_clk);
    input  wire clk;
    input  wire rst;
    output reg  baud_clk;
    reg [13:0] count;
    reg [13:0] br = 14'h37F;            
    always@(posedge clk or posedge rst)
        begin
            if(rst) begin
                count = 0;    
            end else begin
                if(count == br)
                    count = 0;
                else
                    count = count + 1;
            end
        end
    always@(posedge clk)
        begin
            if(count < br/2) 
                baud_clk <= 0;
            else
                baud_clk <= 1;
        end
endmodule
File: design/flow/run.sh
#!/bin/bash
# OpenROAD 26Q1-2900-gdf79404cd8, Yosys 0.63+post, stock flow scripts
make -C /OpenROAD-flow-scripts/flow DESIGN_CONFIG=/design/flow/config.mk WORK_HOME=/design/flow/orfs finish
==> results_dict.tcl <==
# yosys + openroad results
set metrics [dict create \
    drive_gt1_share_pct 6.849 \
    numCtsBuffers 3 \
    port_buffers 2 \
    cell_internal_pwr_uw 424.7 \
    reg2reg_to "count[1]" \
    power.density_mw_per_mm2 635.4 \
    global_route_wire_length_before_repair_um 2152 \
    num_antenna_cells 0 \
    run_status "complete, no violations" \
    grtUsageTotal_pct 3.972 \
    die_x_um 82 \
    cts_resized 0 \
    htree_num_levels 1 \
    cp_num_cells 4 \
    worst_setup_path_endpoint "count[1]" \
    routed_wirelength_um 1250 \
    power.ir.vdd_worst_v 0.0003750 \
    warnings 25 \
    number_of_global_route_vias_before_repair 496 \
    stdcell_count 121 \
    yosys.cell_types.count 21 \
    clock_path_buffers 2 \
    worst_setup_hold_path_clk_slew_ns 0.06 \
    hold_path_depth 1 \
    path_max_fanout 6 \
    fin_skew_ns 0.0006678 \
    total_via_count_after_detailed_routing 522 \
    drt.antenna.violating_nets 0 \
    regToRegSetupSlack_ns 0.46 \
    r2r_cells 4 \
    timing.critical_path.slowest_cell_delay_ns 0.49 \
    final_sum_of_negative_setup_slack_ns 0 \
    report.final.slew_viol_count 0 \
    timing_worst_setup_path_type "flip-flop to flip-flop" \
    setup.worst_path.start_class "flip-flop" \
    synth_seq_share_pct 52.67 \
    number_of_register_bits_inferred_by_synthesis 15 \
    comb_power_share_pct 1.3 \
    netSwitchingPower_uw 101.5 \
    num_rows 22 \
    postPlaceCellArea_um2 783.3 \
    critical-path-slowest-cell "sky130_fd_sc_hd__nor4_4" \
    critical_path.endpoint_type "flip-flop" \
    layout.cell_area.non_filler_um2 828.3 \
    min-delay-path-class "flip-flop to flip-flop" \
    die_h_um 82 \
    max-cap-violations 0 \
    cts_tree "built" \
    cts_hold_buf 0 \
    largest_delay_share_family_worst_path "simple AND/OR/NAND/NOR gates" \
    final_period_minus_worst_setup_slack_ns 1.645 \
    finalWorstSetupSlack_ns 0.4552 \
    worst_pin_slew_ns 0.5230 \
    worstReg2RegStart "count[0]" \
    setup_violations 0 \
    synth-warning-count 1 \
    area.growth.synth_to_final_pct 17.79 \
    detailedRoute.firstPassIterationCount 4 \
    post_synth_instance_area_um2 703.2 \
    grt_overflow_total 0 \
    fmaxAchievable_ghz 0.6080 \
    wire_per_inst_um 10.33 \
    detail_route.vias_per_cell 4.314 \
    worstSetupStartpoint "count[0]" \
    place.detailed.instances 117 \
    yosysCellCount 67 \
    worst_rel_slew_slack_pct 65.10 \
    syn_area_per_cell_um2 10.50 \
    cts-root-buf "sky130_fd_sc_hd__clkbuf_8" \
    remaining_drc_errors 0 \
    clock_insertion_delay_worst_skew_ns 0.24 \
    power.leakage_nw 0.3268 \
    crit_path_buffers_inverters 0 \
    grt_max_degree 15 \
    postCtsSetupBuffers 0 \
    rsz0062_at_grt "false" \
    sequential_fraction_of_design_power_pct 54.9 \
    floorplan.core_area_mm2 0.003689 \
    number_of_antenna_violations_at_the_first_check_in_global_routing 0 \
    final-hold-violation-count 0 \
    switching_share_pct 19.29 \
    min_period_over_period_pct 78.32 \
    drt_first_iter_violations 44 \
    die-area_mm2 0.006724 \
    post_synth_inst_count 67 \
    detailedPlace.worstSlack_ns 0.4877 \
    cell_by_cell_trace_of_the_critical_path "ha_1 -> nand4_1 -> nor4_4 -> nor2b_1" \
    timing.critical_path.arrival_ns 1.76 \
    top_level_ports 3 \
    timing.critical_path.required_ns 2.21 \
    fp_util_pct 19.06 \
    clock-sinks 15 \
    yosys-stat-area_um2 703.2 \
    postLayoutCoreUtil_pct 22.46 \
    half_perimeter_wire_length_after_detailed_placement_um 864.4 \
    place_congestion 0.8615 \
    clock_power_share_pct 43.8 \
]
## cell type report
type / instances / area [um^2]
multi-input cells: 48 / 317.8
well taps: 48 / 60.06
repair buffers: 2 / 20.02
inverters: 4 / 15.01
fillers: 402 / 2860
clock buffers: 4 / 45.04
flip-flops and latches: 15 / 370.4
## cells in the mapped netlist
master                     instances  share of area [%]
sky130_fd_sc_hd__inv_1             4                2.1
sky130_fd_sc_hd__and4_1            1                1.2
sky130_fd_sc_hd__or4_1             1                1.1
sky130_fd_sc_hd__o21ai_0           5                3.6
sky130_fd_sc_hd__or4_4             1                1.6
sky130_fd_sc_hd__xnor2_1           3                3.7
sky130_fd_sc_hd__nor4_4            1                3.0
sky130_fd_sc_hd__or3_1             3                2.7
sky130_fd_sc_hd__nand3_1           5                3.6
sky130_fd_sc_hd__nor3_1            2                1.4
sky130_fd_sc_hd__o221ai_1          1                1.2
sky130_fd_sc_hd__nand4_1           5                4.4
sky130_fd_sc_hd__a21oi_1           4                2.8
sky130_fd_sc_hd__nor4_1            3                2.7
sky130_fd_sc_hd__nor2b_1           1               0.89
sky130_fd_sc_hd__dfxtp_1           1                2.8
sky130_fd_sc_hd__xor2_1            5                6.2
sky130_fd_sc_hd__dfrtp_1          14                 50
sky130_fd_sc_hd__nand2_1           3                1.6
sky130_fd_sc_hd__nor2_1            3                1.6
sky130_fd_sc_hd__ha_1              1                1.8
## layout by cell type (no fill, tap or decap)
cell type | Yosys | routed
sky130_fd_sc_hd__nand3_1 | 5 | 5
sky130_fd_sc_hd__and4_1 | 1 | 1
sky130_fd_sc_hd__or4_4 | 1 | 1
sky130_fd_sc_hd__ha_1 | 1 | 1
sky130_fd_sc_hd__nor3_1 | 2 | 2
sky130_fd_sc_hd__xor2_1 | 5 | 5
sky130_fd_sc_hd__or4_1 | 1 | 1
sky130_fd_sc_hd__nand4_1 | 5 | 5
sky130_fd_sc_hd__nor2_1 | 3 | 3
sky130_fd_sc_hd__clkbuf_1 | 0 | 1
sky130_fd_sc_hd__o21ai_0 | 5 | 5
sky130_fd_sc_hd__xnor2_1 | 3 | 3
sky130_fd_sc_hd__or3_1 | 3 | 3
sky130_fd_sc_hd__a21oi_1 | 4 | 4
sky130_fd_sc_hd__nor4_1 | 3 | 3
sky130_fd_sc_hd__dfrtp_1 | 14 | 14
sky130_fd_sc_hd__nor4_4 | 1 | 1
sky130_fd_sc_hd__clkbuf_8 | 0 | 3
sky130_fd_sc_hd__nor2b_1 | 1 | 1
sky130_fd_sc_hd__o221ai_1 | 1 | 1
sky130_fd_sc_hd__dfxtp_1 | 1 | 1
sky130_fd_sc_hd__clkdlybuf4s50_1 | 0 | 2
sky130_fd_sc_hd__inv_1 | 4 | 4
sky130_fd_sc_hd__nand2_1 | 3 | 3
## worst min-delay path by stage
stage / to / from / slack, ns
CTS: count[13] / count[13] / 0.47
global route: count[13] / count[13] / 0.49
finish: count[13] / count[13] / 0.48
## per-layer routing
layer	wire [um]	GRT usage, %
met1	626	5.612
met3	90	1.762
met4	12	0.3401
met5	0	0
met2	520	5.721
## cells by family after synthesis
logic type,count (synthesis),synth area share (%)
AOI/OAI and AO/OA,10,7.651
xor gates and xnor gates,8,9.965
adders and majority gates,1,1.779
buffers and inverters,4,2.135
DFF,15,52.67
and+or+nand+nor,29,25.80
## state kept, by name, indices dropped and copies added, names as in the netlist
name      flops
count        14
baud_clk      1
## power groups by stage
stage	sequential, mW	clock [mW]	combinational (mW)
4_1_cts	0.289	0.235	0.00742
5_1_grt	0.289	0.249	0.00833
6_report	0.289	0.231	0.00685
## stage by stage
step                      power [mW]  hold slack [ns]
final                         0.5263           0.4757
after CTS                     0.5314           0.4744
after floorplan               0.2982           0.3092
after global routing          0.5463           0.4906
after global placement        0.3013           0.4611
after detailed placement      0.3015           0.4641
Power is estimated from default activity; no workload was simulated.

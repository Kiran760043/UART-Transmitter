### /design/flow/run.sh
#!/bin/bash
# OpenROAD 26Q1-2900-gdf79404cd8, Yosys 0.63+post, stock flow scripts
make -C /OpenROAD-flow-scripts/flow DESIGN_CONFIG=/design/flow/config.mk WORK_HOME=/design/flow/orfs finish
### /design/flow/config.mk
export PLATFORM = sky130hd
export DESIGN_NAME = uart_tx
export DESIGN_NICKNAME = uart_tx
export VERILOG_FILES = /design/flow/design.v
export SDC_FILE = /design/flow/constraint.sdc
export NUM_CORES = 4
export LEC_CHECK = 1
export CORE_AREA = 10 10 70 70
export DIE_AREA = 0 0 80 80
### /design/flow/constraint.sdc
current_design uart_tx

set clk_period 2.1
set clk_io_pct 0.2

create_clock -name clk0 -period $clk_period [get_ports {clk}]

set non_clock_inputs [all_inputs -no_clocks]
set_input_delay [expr $clk_period * $clk_io_pct] -clock clk0 $non_clock_inputs
set_output_delay [expr $clk_period * $clk_io_pct] -clock clk0 [all_outputs]
### /design/flow/design.v
`timescale 1ns / 1ps
module uart_tx(clk,rst,busy,Dout);
    input  wire clk;
    input  wire rst;
    output reg busy;
    output reg Dout;
    reg [0:6]data = 7'b1110001;
    reg evenodd = 1'b0;
    wire parity;
    localparam idle  = 2'h0,
               start = 2'h1,
               trans = 2'h2,
               stop  = 2'h3;
    reg [1:0]state;
    reg [1:0]nxt_state;
    reg [7:0]dval;
    reg [3:0]count;
    reg trig;
    assign parity = (^data) ^ evenodd;               
    always@(posedge clk,posedge rst)
        begin
            if (rst) begin
                state <= idle;
            end else begin
                state <= nxt_state;
            end
        end
    always@(posedge clk, posedge rst)
        begin
            if (rst) begin
                count <= 0;
            end else begin
                if(trig) begin
                    count <= count + 1;
                end else 
                    count <= 0;
            end
        end
     always@(data,parity,count,state)
        begin
            busy      <= 0;
            trig      <= 0;
            dval      <= {parity,data[0:6]};
            nxt_state <= state;
            case(state)
                idle :  begin
                            Dout      <= 1;
                            nxt_state <= start; 
                        end
                start:  begin
                            Dout      <= 0;
                            busy      <= 1;
                            nxt_state <= trans;
                        end
                trans:  begin
                            Dout      <= dval[count];
                            busy      <= 1;
                            if (count == 7) begin
                                trig <= 0;
                                nxt_state <= stop;
                            end else begin
                                trig <= 1;
                                nxt_state <= trans;
                            end                          
                        end
                stop :  begin
                            Dout      <= 1;
                            busy      <= 0;
                            nxt_state <= idle;
                        end
            endcase
        end
endmodule
==> out/results.ini <==
[outcome]
status=finished, final reports clean

[drt]
route.final.wire_length_um=605
drt-wirelength-per-cell_um=7.289
drtPass1Iterations=2
via_count=229
first_iter_violations=15
remaining_drc_errors=0
antenna_left=0
detail_route.antenna_diodes=0
routed_via_density=2.759

[yosys]
post-synth-top-count-cell=sky130_fd_sc_hd__dfrtp_1
synth-seq-cells=8
synth.largest_area_cell=sky130_fd_sc_hd__dfrtp_1
enable_flop_cells=0
yosys_cells=30
postSynth.asyncResetShare_pct=100.0
synth.avg_cell_area_um2=11.43
ff_type=sky130_fd_sc_hd__dfrtp_1
top_area_share_pct=51.09
synth.top_cells.by_count=7 x sky130_fd_sc_hd__dfrtp_1, 4 x sky130_fd_sc_hd__inv_1, 3 x sky130_fd_sc_hd__nor2_1
synthCells=30
synth.lib_cells_used.distinct=16
area_leaders=sky130_fd_sc_hd__dfrtp_1 51%, sky130_fd_sc_hd__dfstp_2 7.7%, sky130_fd_sc_hd__ha_1 7.3%, sky130_fd_sc_hd__and3_2 4.4%, sky130_fd_sc_hd__inv_1 4.4%
synth.cell_area_um2=342.8
yosysChipArea_um2=342.8
yosys.stat.seqShare_pct=58.76
yosys_warns=1

[placement]
numPlacedInstances=79
dp.final_hpwl_um=426.9
total_of_buffers_placed_on_input_and_output_ports=3
place_congestion=0.7018

[clocking]
cts_sinks=8
cts_buffers=3
cts_root_buf=sky130_fd_sc_hd__clkbuf_4
htreeDepth=1
cts_setup_buffers=0
clkTransAtPathRegs_ns=0.06
tritoncts_clock_tree=yes
ctsHoldBuffers=0
clk_path_buf_depth=2
clkLatencyLatePin_ns=0.26

[pwr]
finalPower_mw=0.2853
irDropWorstVdd_uv=181.1
power.density_cell_area_mw_per_mm2=603.2
p_leak_nw=0.2181

[critical_path]
worstPathRequired_ns=1.68
critical_path_type=register to output pin
worstPathArrival_ns=1.44
crit_path_max_fanout=8
startpoint_type=register
setup.worst_path.end_class=output pin

[floorplanning]
initCoreUtil_pct=10.04
placeableCoreArea_mm2=0.003416
pin_count=4
die_x_um=80
total_die_area_mm2=0.006400
num_rows=21
die_y_um=80

[timing]
finalClockPeriodUsage_pct=88.70
max-slew-margin-rel_pct=80.82
period_needed_ns=1.863
total_negative_slack_for_setup_checks_ns=0
drv_slew=0
timing_worst_slew_pin_value_ns=0.2874
hold_viol_final=0
skew_ns=0.01132
fmax_mhz=536.9
timing.final.setup_violations=0
grt_setup_unrepaired=no

[cells_and_area]
final.fill_count=392
finalNonFillerCells=83
syn2layout_area_growth_pct=37.96
post_route_cells_drive_above_1_share_pct=29.73
post-route-util_pct=13.85

[grt]
antenna_found_initial=0
number_of_global_route_vias_before_repair=230
globalRoute.totalOverflow=0
grtUsageTotal_pct=2.118
grt_pass1_wl_mm=1.035
maximum_number_of_pins_on_one_net_before_global_route_repair=9

[run]
warnings=26
cap_violations=0

[worst_hold_path]
holdCritPathClass=input port to async pin

## logic make-up (layout without fill, tap and decap cells)
kind of cell,after synthesis,after routing,synth area share [%]
AOI/OAI and AO/OA,3,3,5.475
xor gates and xnor gates,1,1,2.555
and+or+nand+nor,11,11,18.61
DFF,8,8,58.76
adders and majority gates,2,2,7.298
muxes,1,1,2.920
buffers and inverters,4,11,4.378
## timing repair
action / CTS / global route
setup endpoints to repair: 1 / 1
pin swaps: 0 / 1
gates resized: 1 / 5
## state kept, by name, summed over array words and instances (netlist names)
| name | count |
|---|---|
| count | 4 |
| state | 4 |
## cell usage in the layout (no fill, tap or decap), drive strengths merged
cell type and count:
dfrtp 7, ha 2, dlymetal6s2s 1, and2 1, dfstp 1, clkdlybuf4s50 2
xnor2 1, or3b 1, nand2 1, mux2i 1, inv 4, nand3 1
nand3b 1, or2 1, a21o 1, clkbuf 4, o21ai 2, nor2 3
and3 2
## layout make-up
class / instances / area, µm² / area share (%)
clock buffer: 4 / 26.28 / 5.556
inverter: 4 / 15.01 / 3.175
multi-input combinational: 18 / 138.9 / 29.37
tap: 46 / 57.56 / 12.17
sequential: 8 / 202.7 / 42.86
timing repair buffer: 3 / 32.53 / 6.878
## path summary, 6_finish.rpt
check | from | endpoint | slack (ns) | depth (start not counted)
hold reg to reg | state[3]$_DFF_PP0_ | state[0]$_DFF_PP1_ | 0.40 | 0
setup / recovery | state[1]$_DFF_PP0_ | busy | 0.24 | 2
setup reg to reg | count[1]$_DFF_PP0_ | count[3]$_DFF_PP0_ | 0.93 | 3
min in group clk0 | state[3]$_DFF_PP0_ | state[0]$_DFF_PP1_ | 0.40 | 0
max in group asynchronous | rst | state[0]$_DFF_PP1_ | 1.42 | 2
hold / removal | rst | state[3]$_DFF_PP0_ | 0.39 | 2
## critical path, stage by stage (launching register included)
cell and delay [ns]:
sky130_fd_sc_hd__dfrtp_1 0.45, sky130_fd_sc_hd__or2_2 0.33, sky130_fd_sc_hd__clkdlybuf4s50_1 0.41
## stage by stage
stage	hold slack [ns]	setup WS (ns)	instance area (µm²)
2_1_floorplan	0.2349	0.8591	342.8
3_3_place_gp	0.3709	0.2551	430.4
3_5_place_dp	0.3745	0.2528	430.4
4_1_cts	0.4000	0.01398	459.2
5_1_grt	0.4093	0.1518	473.0
6_report	0.3947	0.2373	473.0
## per-layer routing
metal / global-route usage [%] / vias up / wire (µm)
met4: 0.1761 / 0 / 0
met3: 2.045 / 0 / 77
met2: 2.247 / 7 / 195
met5: 0 / - / 0
li1: - / 112 / -
met1: 2.967 / 110 / 333
## report_power, final
group          total, mW  switching [mW]  leakage [nW]  internal (mW)
combinational    0.00461         0.00288        0.0967        0.00173
sequential         0.154               0         0.106          0.154
clock              0.126          0.0536        0.0150         0.0727
Power figures rest on the tool's default switching activity, not on a simulated workload.
